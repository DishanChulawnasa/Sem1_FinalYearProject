==> flow/constraint.sdc <==
current_design Data_Memory

set clk_period 12.1
set clk_io_pct 0.2

create_clock -name clk0 -period $clk_period [get_ports {clk_i}]

set non_clock_inputs [all_inputs -no_clocks]
set_input_delay [expr $clk_period * $clk_io_pct] -clock clk0 $non_clock_inputs
set_output_delay [expr $clk_period * $clk_io_pct] -clock clk0 [all_outputs]
==> flow/config.mk <==
export PLATFORM = sky130hd
export DESIGN_NAME = Data_Memory
export DESIGN_NICKNAME = Data_Memory
export VERILOG_FILES = /design/flow/design.v
export SDC_FILE = /design/flow/constraint.sdc
export NUM_CORES = 4
export LEC_CHECK = 1
export CORE_UTILIZATION = 50
==> flow/run.sh <==
#!/bin/bash
# OpenROAD 26Q1-2900-gdf79404cd8, Yosys 0.63+post, stock flow scripts
make -C /OpenROAD-flow-scripts/flow DESIGN_CONFIG=/design/flow/config.mk WORK_HOME=/design/flow/orfs finish
==> flow/design.v <==
`timescale 1ns / 1ps
module Data_Memory
(   
    clk_i,
    reset,
    op_addr,
    addr_i,
    data_i,
    MemWrite_i,
    MemRead_i,
    data_o,
    data_mem_o
);
input clk_i;
input reset;
input [4:0] op_addr;
input [31:0] addr_i,data_i;
input MemWrite_i, MemRead_i;
integer i;
output [31:0] data_o;
output [31:0] data_mem_o;
reg [7:0] memory [0:31];
wire [31:0] op;
assign op = { memory[addr_i + 3],memory[addr_i + 2],
memory[addr_i + 1],memory[addr_i]};
assign data_mem_o = { memory[op_addr + 3],memory[op_addr + 2],
memory[op_addr + 1],memory[op_addr]};
assign data_o = (MemRead_i) ? op : 32'b0;
always @(posedge clk_i or posedge reset) begin
    if(reset)for(i=0;i<32;i=i+1)memory[i] <= 0;
     else if(MemWrite_i) begin
            memory[addr_i + 3] <= data_i[31:24];
            memory[addr_i + 2] <= data_i[23:16];
            memory[addr_i + 1] <= data_i[15:8];
            memory[addr_i]     <= data_i[7:0];
        end
end
endmodule
==> results.sh <==
# physical design summary
export IMPL_status="aborted with a tool error"
export IMPL_lastStage="global routing"
export IMPL_tool_error="[ERROR GRT-0116] Global routing finished with congestion. Check the congestion regions in the DRC Viewer."
export IMPL_place_hpwl_um=201000
export IMPL_die_h_um=274
export IMPL_post_cts_buffers=0
export IMPL_grt_pass1_vias=55300
export IMPL_syn_inst=5180
export IMPL_port_buffers=109
export IMPL_synth_distinct_cells=112
export IMPL_cts_resized=0
export IMPL_cts_hold_buf=0
export IMPL_yosysCellCount=5180
export IMPL_fp_util_pct=50.6
export IMPL_io_pins=137
export IMPL_grt_max_degree=72
export IMPL_grt_usage_pct=94.7
export IMPL_die_w_um=274
export IMPL_flop_cell="dfrtp_1"
export IMPL_clkSinkCount=256
export IMPL_gr_total_overflow=1691
export IMPL_fp_row_count=99
export IMPL_cts_max_level=1
export IMPL_yosysWarningCount=2
export IMPL_clk_path_buf_depth=3
export IMPL_netlist_area_mm2=0.0370
export IMPL_async_flop_share_pct=100
export IMPL_grt_first_pass_wirelength_um=491000
export IMPL_cts_root_buf="clkbuf_16"
export IMPL_numCtsBuffers=31
export IMPL_gp_congestion=1.45
export IMPL_ys_flops=256
export IMPL_yosys_stat_seqShare_pct=17.3
export IMPL_edf_count=0
export IMPL_yosysChipArea_mm2=0.0370
export IMPL_syn_avg_cell_area_um2=7.13
routing by layer:
metal / GRT usage (%) / GRT overflow
met2: 100 / 678
met1: 94.8 / 272
met5: 79.6 / 37
met3: 91.9 / 348
met4: 90.0 / 356
through the flow:
step	util, %	hold WS (ps)	worst slack, ps	cell area [um2]	cells
floorplan	-	551	2640	37000	5180
global placement	54.2	465	2560	39600	5964
detailed placement	54.2	472	2500	39600	5964
CTS	55.5	487	2500	40600	6017
kinds of logic after synthesis:
kind of cell,share of synthesized area (%)
AOI/OAI and AO/OA,37.3
and+or+nand+nor,22.7
buffers and inverters,9.41
muxes,12.5
DFF,17.3
xor gates and xnor gates,0.579
adders and majority gates,0.271
synth_stat cells, drive strengths merged, types with 16 or more instances:
library cell,instances,area (um2)
a2111oi,32,313
a211o,65,569
a211oi,199,1500
a21oi,344,1740
a221oi,70,626
a222oi,22,220
a22o,77,674
a22oi,306,2300
a311oi,23,201
a31oi,122,769
a32oi,68,596
a41oi,19,174
and3,58,363
buf,281,1500
clkbuf,502,1890
dfrtp,256,6410
inv,21,78.8
mux2,53,597
mux2i,385,3850
nand2,502,1900
nand2b,26,163
nand3,224,1140
nand3b,18,135
nand4,94,588
nor2,505,1960
nor2b,27,169
nor3,137,937
nor4,31,194
o2111ai,16,146
o211ai,36,280
o21ai,297,1490
o22ai,37,231
o32a,16,160
o32ai,17,149
o41ai,18,349
