<file path="flow/design.v">
`timescale 1ns / 1ps
module Instruction_Memory
(
    clk,
    reset,
    addr_i, 
    instr_i,
    instr_o
);
integer i;
input               clk;
input               reset;
input   [31:0]      addr_i;
input   [7:0]       instr_i;
output  [31:0]      instr_o;
reg     [31:0]     memory  [0:63];
reg     [1:0]      quad,quad_d1;
reg     [7:0]      instr_read;
reg     [5:0]      address_read;
reg                flag,flag_next;
reg     [1:0]      counter,counter_next;
reg     [5:0]      instr_wr_address,instr_wr_address_next;
assign  instr_o = memory[addr_i>>2];  
always@(*)begin
    if(instr_i == 8'b1111_1110)flag_next = 1;
    else if (instr_i == 8'b1111_1111)flag_next = 0;
    else flag_next = flag;
    if(flag)counter_next = counter + 2'd1;
    else counter_next = counter;
    if(counter == 2'b11)instr_wr_address_next = instr_wr_address + 6'd1;
    else instr_wr_address_next = instr_wr_address;
end
always@(posedge clk or posedge reset)begin
    if(reset)begin
        for(i=0;i<63;i=i+1)begin
            memory[i] <= 0;
        end
        counter         <= 0;
        quad            <= 0;
        instr_read      <= 0;
        flag            <= 0;
        address_read    <= 0;
        instr_wr_address<=0;
    end
    else begin
        flag             <= flag_next;
        counter          <= counter_next;
        quad             <= (2'b11-counter);
        quad_d1          <= quad;
        instr_wr_address <= instr_wr_address_next;
        address_read     <= instr_wr_address;
        instr_read       <= instr_i;
        if(flag)begin
            case(quad)
            2'b00: memory[address_read][7:0]   <= (instr_read == 8'b1111_1111)?0:instr_read;
            2'b01: memory[address_read][15:8]  <= (instr_read == 8'b1111_1111)?0:instr_read;
            2'b10: memory[address_read][23:16] <= (instr_read == 8'b1111_1111)?0:instr_read;
            2'b11: memory[address_read][31:24] <= (instr_read == 8'b1111_1111)?0:instr_read;
            default: memory[address_read][7:0] <= (instr_read == 8'b1111_1111)?0:instr_read;
            endcase
        end
    end
end
endmodule
</file>
<file path="flow/constraint.sdc">
current_design Instruction_Memory

set clk_period 7.4
set clk_io_pct 0.2

create_clock -name clk0 -period $clk_period [get_ports {clk}]

set non_clock_inputs [all_inputs -no_clocks]
set_input_delay [expr $clk_period * $clk_io_pct] -clock clk0 $non_clock_inputs
set_output_delay [expr $clk_period * $clk_io_pct] -clock clk0 [all_outputs]
</file>
<file path="flow/config.mk">
export PLATFORM = sky130hd
export DESIGN_NAME = Instruction_Memory
export DESIGN_NICKNAME = Instruction_Memory
export VERILOG_FILES = /design/flow/design.v
export SDC_FILE = /design/flow/constraint.sdc
export NUM_CORES = 4
export LEC_CHECK = 1
export CORE_UTILIZATION = 40
</file>
<file path="flow/run.sh">
#!/bin/bash
# OpenROAD 26Q1-2900-gdf79404cd8, Yosys 0.63+post, stock flow scripts
make -C /OpenROAD-flow-scripts/flow DESIGN_CONFIG=/design/flow/config.mk WORK_HOME=/design/flow/orfs finish
</file>
==> out/summary.txt <==
status: finished with violations
failing checks: setup timing
vias per cell: 6.23
Unique cell types: 69
H-tree levels: 4
maxcap violations: 0
Top Ports: 74
Worst Path Max Fanout: 26
clock skew: 35.3 ps
Remaining Overflow, GRT: 0
FILL cells: 19476
crit end category: output pin
Tmin final: 7650 ps
tool warnings: 103
period utilization: 103%
Latency at later pin: 890 ps
Worst EP arrival: 6170 ps
clk sinks: 2073
Leak: 44.0 nW
class of the worst hold path: reg -> reg
Max Fclk: 131 MHz
Post-synth ARST share: 98.5%
Post-synth EDFFs: 32
mapped cell area: 86400 um^2
Num CTS Buffers: 214
Finish-stage setup viols: 2
Clock transition at path regs: 60 ps
post-route worst setup slack: -250 ps
Setup WS pre-CTS: -172 ps
worst vdd ir: 0.259 mV
chip area: 218000 um^2
layout cells sized above 1: 10.8%
Detailed Place HPWL: 280000 um
Top Layout Cells: nand2_1 (2319), dfrtp_1 (2041), o21ai_0 (2024)
die height: 467 um
top cells, area: dfrtp_1 (59%), o21ai_0 (12%), nand2_1 (10%)
setup tns final: -370 ps
first-pass GRT wire length: 586000 um
Detail Route Antenna Nets: 0
type of origin of the critical path: input pin
Cell Rows: 170
CTS tree: yes
drc violations: 0
largest net degree at the start of global routing: 133
WL/cell: 35.4 um
unrepaired setup endpoints after global routing: no
die width: 467 um
synthesized flop and latch total: 2073
WS Path Type: in -> out
Initial Utilization: 40.2%
dominant logic cell type in the layout: nand2_1
Post-Syn Instances: 8919
slew margin rel.: 6.77%
YS chip area: 86400 um^2
pwr dens: 241 nW/um^2
final hold vios: 0
antenna violations before repair: 42
iteration count of the initial detailed-routing pass: 7
Root Buffer: clkbuf_16
Req. time, crit path: 5920 ps
Area Overhead vs Synth: 15.4%
core area: 215000 um^2
Total GRT Usage: 41.4%
part of the Yosys area used for sequential elements: 60.3%
Power, Total: 24.0 mW
Iter 0 DRT Violations: 7618
Final Hold Slack: 408 ps
Final Core Density: 46.4%
Placer Congestion: 1.07
Worst-Margin Slew: 1390 ps
vias in the first global route: 72117
# Cells Yosys: 8919
synthesized area per cell: 9.68 um^2
Synth Flop Type: dfrtp_1
Ys Warns: 2
fin. max-slew vios: 0
CTS max path bufs: 3
Area leader share: 59.1%
via count: 74970
WL final: 426000 um
PortBufs: 47
leading area contributor after synthesis: dfrtp_1
-- synth_stat cells, types with 9 or more instances --
cell type / instances
inv_1: 12
buf_4: 9
dfrtp_1: 2041
mux2_2: 15
o21ai_0: 2024
nand2_1: 2328
a222oi_1: 14
a31oi_1: 11
mux2i_1: 32
buf_2: 101
a221oi_1: 55
a2111oi_0: 42
nor2_1: 145
clkbuf_1: 606
nand3_1: 90
a22o_1: 95
o32a_1: 18
edfxtp_1: 32
buf_6: 11
nor3_1: 18
or4_1: 16
and2_1: 13
a21oi_1: 52
nor2b_1: 9
nor4_1: 34
a22oi_1: 660
and3_1: 157
nand4_1: 145
buf_1: 10
and4_1: 18
-- per-stage QoR --
stage	cell area (um^2)	instances
finish	99600	12036
floorplan	86400	8919
global route	99600	12010
CTS	99500	12002
detailed placement	92700	11611
global placement	92700	11611
-- worst max-delay path, cell delays in order --
cell and delay (ps):
buf_2 620, nand4b_2 580, nor2_4 1010, buf_4 410, a22oi_1 100, o21ai_0 170, nor3_1 200, a31oi_2 830
buf_4 240, clkdlybuf4s50_1 470
-- metal layers --
layer	track usage, %	share of wire (%)	routed length (um)	vias up
met5	1.52	0.21	913	-
met1	51.2	35	148000	37004
li1	-	-	-	31688
met4	27.5	8.6	36500	52
met3	26.1	16	69100	1419
met2	53.7	40	172000	4807
-- sequential cells by signal, summed over array words and instances (netlist names) --
register and cells:
counter 2, memory 2048, quad 2, flag 1
instr_read 8, instr_wr_address 6, address_read 6
-- power by group --
group	internal (mW)	switching [mW]	total (mW)
Clock	6.03	4.65	10.7
Sequential	11.7	0.214	11.9
Combinational	0.302	1.12	1.42
Total	18.0	5.98	24.0
-- path summary, 6_finish.rpt --
path	slack [ps]	startpoint	cells past startpoint	endpoint
worst max-delay path	-250	addr_i[3]	10	instr_o[7]
worst min-delay path	410	instr_wr_address[5]	0	address_read[5]
worst max register to register	3780	instr_read[7]	7	memory[30][14]
worst min register to register	410	instr_wr_address[5]	0	address_read[5]
max in group asynchronous	4110	reset	4	memory[15][21]
min in group asynchronous	1300	reset	2	counter[1]
-- cell families (layout without fill, tap and decap cells) --
| group | Yosys count | in the layout | share of synthesized area [%] |
|---|---|---|---|
| compound gates | 3005 | 3005 | 20.6 |
| xor+xnor | 6 | 6 | 0.0609 |
| fa+ha+maj | 2 | 2 | 0.0290 |
| buf+inv | 749 | 998 | 3.54 |
| flops | 2073 | 2073 | 60.3 |
| mux | 47 | 47 | 0.567 |
| other cells | 0 | 30 | 0 |
| simple gates | 3037 | 3037 | 15.0 |
-- final cells by class --
cell class / count / area (um^2) / area share [%]
timing repair buffer: 595 / 5190 / 5.21
antenna: 30 / 75.1 / 0.0753
multi-input combinational: 6097 / 31900 / 32.0
tap: 2838 / 3550 / 3.56
clock inverter: 33 / 279 / 0.280
clock buffer: 358 / 6560 / 6.58
sequential: 2073 / 52000 / 52.2
inverter: 12 / 48.8 / 0.0490
-- timing repair --
action,4_1_cts,5_1_grt
endpoints found under the setup margin,1,2
hold endpoints to repair,0,0
setup buffers,0,4
hold buffers,0,0
resized,1,2
pin swaps,0,3
No activity file was given, so power comes from the tool's default toggle rates.
